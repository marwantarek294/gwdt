==> ./config.mk <==
export PLATFORM = sky130hd
export DESIGN_NAME = sdp_bram
export DESIGN_NICKNAME = sdp_bram
export VERILOG_FILES = /design/flow/design.v
export SDC_FILE = /design/flow/constraint.sdc
export NUM_CORES = 4
export LEC_CHECK = 1
export CORE_UTILIZATION = 50
export SYNTH_MEMORY_MAX_BITS = 65536
==> ./constraint.sdc <==
current_design sdp_bram

set clk_period 80.5
set clk_io_pct 0.2

create_clock -name clk0 -period $clk_period [get_ports {clk}]

set non_clock_inputs [all_inputs -no_clocks]
set_input_delay [expr $clk_period * $clk_io_pct] -clock clk0 $non_clock_inputs
set_output_delay [expr $clk_period * $clk_io_pct] -clock clk0 [all_outputs]
==> ./design.v <==
package typedef_pkg;
   typedef enum logic [8:0] { 
			     add_op=9'b110000000, sub_op=9'b110000011,
			     addu_op=9'b000000000, subu_op=9'b000000011,
			     xor_op=9'b000000100,xnor_op=9'b000000101, and_op=9'b000001100, nand_op=9'b000001110, 
			     or_op=9'b000011100, nor_op=9'b000011110, andnot_op=9'b000001111, ornot_op=9'b000011111,
  			     slt_op=9'b110100000, sgt_op=9'b110100001, seq_op=9'b110100010, sle_op=9'b110100101,
			     sltu_op=9'b000100011, sgtu_op=9'b000100100, sleu_op=9'b000100101, sneq_op=9'b000100110, 
			     mul_op=9'b111010000, mulhu_op=9'b001011000, mulu_op=9'b001010000, mulh_op=9'b111011000, mulhsu_op=9'b101011000,  mulsu_op=9'b101010000,
			     mul_add_op=9'b111000000, mul_acc_op=9'b111000100, mul_subacc_op=9'b111000111, mulu_add_op=9'b001000000,
			     mulus_add_op=9'b011000000, mulsu_add_op=9'b101000000, mul_sub_op=9'b111000011,
			     sll_op=9'b01100000, srl_op=9'b01100001, sra_op=9'b11100010, nsrl_op=9'b01100011,
			     nsra_op=9'b11100100
			     } alu_op;
   typedef enum logic [12:0] {OPMVV_101xxx_vld=13'b0000000000001, OPMVX_101xxx_vld=13'b0000000000010,
			      STORE_IDX_vld=13'b0000000000100,STORE_vld=13'b0000000001000, LOAD_IDX_vld=13'b0000000010000,
			      LOAD_vld=13'b0000000100000, OPMVV_vld=13'b0000001000000, OPMVX_vld=13'b0000010000000,
			      OPIVV_vld=13'b0000100000000, OPIVI_vld=13'b0001000000000, OPIVX_vld=13'b0010000000000, OPCFG_vld= 13'b1000000000000, SLIDE_vld= 13'b0100000000000} instruction_vld;
   typedef enum logic [12:0] {OPMVV_101xxx_rdy=13'b0000000000001, OPMVX_101xxx_rdy=13'b0000000000010,
			      STORE_IDX_rdy=13'b0000000000100,STORE_rdy=13'b0000000001000, LOAD_IDX_rdy=13'b0000000010000,
			      LOAD_rdy=13'b0000000100000, OPMVV_rdy=13'b0000001000000, OPMVX_rdy=13'b0000010000000,
			      OPIVV_rdy=13'b0000100000000, OPIVI_rdy=13'b0001000000000, OPIVX_rdy=13'b0010000000000, OPCFG_rdy= 13'b1000000000000, SLIDE_rdy= 13'b0100000000000} instruction_rdy;
   typedef enum logic [6:0] {v_st_opcode=7'b0100111, v_ld_opcode=7'b0000111,
			     v_arith_opcode=7'b1010111} opcode;
   typedef enum logic [2:0] {OPIVV=3'b000, OPFVV=3'b001, OPMVV=3'b010, OPIVI=3'b011,
			     OPIVX=3'b100, OPFVF=3'b101, OPMVX=3'b110, OPCFG=3'b111} arith_funct3;
   typedef enum logic [1:0] {unit_stride=2'b00, idx_unordered=2'b01,
			     strided=2'b10, idx_ordered=2'b11} v_mop;
endpackage : typedef_pkg
module sdp_bram #(
		  parameter WIDTH = 32 ,                        
		  parameter DEPTH = 512,                      
		  parameter RAM_PERFORMANCE = "LLOW_LATENCY",  
		  parameter CASCADE_HEIGHT = 0, 
		  parameter INIT_FILE = ""                         
		  ) 
   (
    input [clogb2(DEPTH-1)-1:0] addra,  
    input [clogb2(DEPTH-1)-1:0] addrb,  
    input [WIDTH-1:0] 		dina,  
    input 			clk,  
    input 			wea,  
    input 			ena,  
    input 			enb,  
    input 			rstb,  
    input 			oreg_enb,  
    output [WIDTH-1:0] 		doutb          
    );
   (* cascade_height = CASCADE_HEIGHT *)(* ram_style = "block" *) reg [WIDTH-1:0] ram[DEPTH];
   reg [WIDTH-1:0] 		ram_data_b = {WIDTH{1'b0}};
   generate
      if (INIT_FILE != "") begin: use_init_file
	 initial
           $readmemh(INIT_FILE, ram, 0, DEPTH-1);
      end else begin: init_memory_to_zero
	 integer ram_index;
	 initial	   
           for (ram_index = 0; ram_index < DEPTH; ram_index = ram_index + 1)
	     begin
		ram[ram_index] = {WIDTH{1'b1}};
	     end
      end
   endgenerate
   always @(posedge clk) begin    
      if (ena)
	if (wea)
          ram[addra] <= dina;
   end
   always @(posedge clk) begin
      if (enb)
        ram_data_b <= ram[addrb];
   end
   generate
      if (RAM_PERFORMANCE == "LOW_LATENCY") begin: no_output_register
	 assign doutb = ram_data_b;
      end else begin: output_register
	 reg [WIDTH-1:0] doutb_reg = {WIDTH{1'b0}};
	 always @(posedge clk)
           if (rstb)
             doutb_reg <= {WIDTH{1'b0}};
           else if (oreg_enb)
             doutb_reg <= ram_data_b;
	 assign doutb = doutb_reg;
      end
   endgenerate
   function integer clogb2;
      input integer 	 depth;
      for (clogb2=0; depth>0; clogb2=clogb2+1)
        depth = depth >> 1;
   endfunction
endmodule
==> ./run.sh <==
#!/bin/bash
# OpenROAD 26Q1-2900-gdf79404cd8, Yosys 0.63+post, stock flow scripts
make -C /OpenROAD-flow-scripts/flow DESIGN_CONFIG=/design/flow/config.mk WORK_HOME=/design/flow/orfs finish
==> reports/results.ini <==
[run_status]
status = finished, violations left
violations = capacitance limit, slew limit

[die]
fp.dieH_mm = 1.13
top_level_ports = 88
fp-utilization_pct = 50.1
chipArea_sq_um = 1280000
die_width_mm = 1.13
core-area_sq_um = 1270000
rows = 414

[sta]
tns_ps = 0
layout_setup_ws_ps = 55810
hold_violations = 0
slew_viol_final = 65
setup_viol = 0
period_used_pct = 30.7
rsz0062_at_grt = no
skew_ps = 92.2
fmax_mhz = 40.5
layout_min_cycle_time_ps = 24690
slew_headroom_pct = -14.3
worst_pin_slew_ps = 1710

[clocking]
cts_resized = 0
cts_buffer_depth = 6
htreeDepth = 7
post_cts_buffers = 0
cts_hold_buffers = 0
root_buffer = clkbuf_16
cts.reportedPaths.clkPinSlew_ps = 60
cts_tree = built
cts-buffers-inserted = 1721
clock_sinks = 16400
clkLatencyLatePin_ps = 1350

[placed_design]
io_buffers = 87
dpl.hpwl_mm = 1230
routabilityCongestion = 0.952
pre_cts_slack_ps = 54560
post_dp_cell_area_sq_um = 666000
numPlacedInstances = 47200

[hold_path]
hold_depth = 2
hold_path.class = flip-flop to flip-flop

[layout]
area.growth.synth_to_final_pct = 13.3
fillers = 90400
drive_gt1_share_pct = 23.3
fin_area_sq_um = 721000
finalNonFillerCells = 50900
final_common_cell = edfxtp_1
mostFrequentLayoutCells = edfxtp_1, mux2i_1, mux4_2
largest_reg_flops = 16400

[power]
p_per_area_nw_per_um2 = 24.9
peakVddDrop_mv = 0.0189
total_power_mw = 17.9
p_leak_nw = 230

[global_route]
grt_pass1_vias = 349000
grt_usage_pct = 36.2
grt_pass1_wl_mm = 2780
grt_max_degree = 131
antenna_found_initial = 216
gr-total-overflow = 0

[detailed_routing]
antenna_left = 0
top_layer = met5
vias = 326000
remaining_drc_errors = 0
wl_met3_mm = 475
viasPerCell = 6.41
drt-met1-wl_mm = 548
drt_wl_total_mm = 2040
wl_met2_mm = 883
drt_first_pass_iters = 10
first_iter_violations = 23700
routedWlPerCell_um = 40.0

[synth]
ys_cells = 30100
ys_area_sq_um = 636000
synth_cells = 30100
yosysSeqAreaShare_pct = 77.6
avgSynthCellArea_sq_um = 21.1
compound_area_share_pct = 4.14
ys_sh_adder_pct = 0
synth-edff-count = 16400
logic_family = multiplexers
syn-cell-area_sq_um = 636000
ys_sh_mux_pct = 14.7
synth.distinct_cells = 88
synth_top_cell_by_area = edfxtp_1
yosys_warnings = 1
async_reset_ff_share_pct = 0
ff_type = edfxtp_1
synth_flops = 16400
synthXorXnorAreaFrac_pct = 0
synth-simple-area-share_pct = 1.54
ys_top_cells_by_area = edfxtp_1, mux4_2, mux2i_1, o221ai_1, o22ai_1
top_area_share_pct = 77.5

[setup_path]
path_class = input pin to flip-flop
crit_fanout = 76
cp-start-kind = input pin
worst-path-buf-inv = 13
slowest_delay_ps = 710
critPathRequiredTime_ps = 81710
crit_chain = buf_16 -> buf_4 -> buf_4 -> buf_4 -> buf_4 -> buf_4 -> buf_4 -> buf_4 -> buf_4 -> buf_4 -> buf_12 -> buf_4 -> mux2i_1 -> o221ai_1 -> o22ai_1 -> nor3_1 -> nor3_2 -> buf_4 -> a211oi_1 -> and4b_1
cp-end-kind = flip-flop
path_common_cell = buf_4
rr_worst_depth = 7
cp_num_cells = 20
critPathTopFamily = buffers and inverters
critPathArrivalTime_ps = 25900
critPathSlowestCell = buf_4

[job]
max_cap_violations = 4
warning_count = 58

[worst register-to-register path: cells and delay by family (launching register included)]
family	cells	cell delay [ps]
flops	1	370
simple gates	3	3190
mux	1	140
compound gates	3	1420
[metrics by stage]
| step | util (%) | hold WS [ps] |
|---|---|---|
| after floorplan | - | 437 |
| after global placement | 52.5 | 479 |
| after detailed placement | 52.5 | 489 |
| after CTS | 56.7 | 507 |
| after global routing | 56.8 | 534 |
| final | 56.8 | 503 |
[cells by family after synthesis]
family                 after synthesis
flip-flops                       16400
multiplexers                      5927
AND-OR/OR-AND                     3797
AND/OR/NAND/NOR                   2092
buffers and inverters             1858
[report_power, final]
group | switching [mW] | internal [mW]
registers | 0.00982 | 9.43
logic | 0.668 | 0.278
clock network | 3.21 | 4.35
[final timing paths]
kind | start | end | slack [ps]
hold reg to reg | output_register.doutb_reg[26] | output_register.doutb_reg[26] | 500
hold / removal | output_register.doutb_reg[26] | output_register.doutb_reg[26] | 500
setup / recovery | addrb[0] | ram_data_b[10] | 55810
setup reg to reg | ram[465][26] | ram_data_b[26] | 75130
[layer usage]
layer  GRT usage [%]  vias to the layer above
li1                -                   133000
met1            39.3                   163000
met2            46.6                    26300
met3            35.9                     4265
met4            14.6                      336
met5            12.9                        -
[cells in the mapped netlist (all sizes together), types with 30 or more instances]
cell type / n
mux4: 2684
o21ai: 403
and3: 35
a211oi: 99
o221ai: 1075
mux2: 108
nor3: 387
nand4: 106
a32oi: 34
nor4: 79
dfxtp: 32
o31ai: 30
mux2i: 3135
clkbuf: 692
edfxtp: 16400
o211ai: 30
a22oi: 129
nand3: 139
nand2: 360
buf: 1161
a221oi: 73
nor2: 777
a21oi: 685
a31oi: 118
a2111oi: 61
and2: 88
o22ai: 866
[cell type report]
| class | instances | area (sq um) | area share [%] |
|---|---|---|---|
| sequential | 16400 | 494000 | 68.5 |
| multi-input combinational | 11800 | 135000 | 18.7 |
| clock buffer | 2122 | 45100 | 6.26 |
| tap | 16800 | 21100 | 2.93 |
| timing repair buffer | 2134 | 17200 | 2.38 |
| clock inverter | 922 | 7660 | 1.06 |
| antenna | 580 | 1450 | 0.201 |
| inverter | 4 | 37.5 | 0.00521 |
